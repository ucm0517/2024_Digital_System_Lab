==> /design/flow/config.mk <==
export PLATFORM = sky130hd
export DESIGN_NAME = FrqDiv_1M
export DESIGN_NICKNAME = FrqDiv_1M
export VERILOG_FILES = /design/flow/design.v
export SDC_FILE = /design/flow/constraint.sdc
export NUM_CORES = 4
export LEC_CHECK = 1
export CORE_AREA = 10 10 103 103
export DIE_AREA = 0 0 113 113
==> /design/flow/constraint.sdc <==
current_design FrqDiv_1M

set clk_period 3.6
set clk_io_pct 0.2

create_clock -name clk0 -period $clk_period [get_ports {iClk_in}]

set non_clock_inputs [all_inputs -no_clocks]
set_input_delay [expr $clk_period * $clk_io_pct] -clock clk0 $non_clock_inputs
set_output_delay [expr $clk_period * $clk_io_pct] -clock clk0 [all_outputs]
==> /design/flow/design.v <==
module FrqDiv_1M (iClk_in, iRst, oClk_out, oDivClk);
    input iRst, iClk_in;
    output oDivClk, oClk_out;
    reg [19:0] cnt;
    reg oDivClk;
    assign oClk_out = iClk_in;
    always @(posedge iClk_in or negedge iRst) begin
        if (!iRst) begin
            cnt <= 0;
            oDivClk <= 0;
        end else begin
            if (cnt == 499999) begin
                cnt <= 0;
                oDivClk <= ~oDivClk;
            end else
                cnt <= cnt + 1;
        end
    end
endmodule
==> /design/flow/run.sh <==
#!/bin/bash
# OpenROAD 26Q1-2900-gdf79404cd8, Yosys 0.63+post, stock flow scripts
make -C /OpenROAD-flow-scripts/flow DESIGN_CONFIG=/design/flow/config.mk WORK_HOME=/design/flow/orfs finish
==> impl_metrics.xml <==
<?xml version="1.0" encoding="UTF-8"?>
<metrics>
  <group name="route">
    <metric name="route.layer.met1.wl" unit="um">958</metric>
    <metric name="route.detailed.vias_per_inst" unit="">3.39</metric>
    <metric name="antenna_violating_nets_post_route" unit="">0</metric>
    <metric name="drt_first_pass_iters" unit="">4</metric>
    <metric name="drc" unit="">0</metric>
    <metric name="wl_met2" unit="um">715</metric>
    <metric name="top_layer" unit="">met4</metric>
    <metric name="insertedDiodeCount" unit="">0</metric>
    <metric name="via_count" unit="">708</metric>
    <metric name="wl_per_cell" unit="um">8.54</metric>
    <metric name="drtIter0Drc" unit="">67</metric>
    <metric name="met3_wirelength" unit="um">84</metric>
    <metric name="wl" unit="um">1790</metric>
  </group>
  <group name="critical_path">
    <metric name="path_buffers" unit="">3</metric>
    <metric name="timing.critical_path.required" unit="ns">2.88</metric>
    <metric name="startpoint_type" unit="">clock port</metric>
    <metric name="worstPathCellList" unit="">clkbuf_8, clkbuf_8, clkdlybuf4s50_1</metric>
    <metric name="critPathTopFamily" unit="">buffers and inverters</metric>
    <metric name="path_depth" unit="">3</metric>
    <metric name="reg2regPathDepth" unit="">4</metric>
    <metric name="critPathCaptureType" unit="">output port</metric>
    <metric name="critical_path.reg2reg.startpoint" unit="">cnt[0]$_DFF_PN0_</metric>
    <metric name="critical-path-top-cell-by-count" unit="">clkbuf_8</metric>
    <metric name="rrSetupSlack" unit="ns">1.80</metric>
    <metric name="crit_slowest_cell" unit="">clkdlybuf4s50_1</metric>
    <metric name="arrival" unit="ns">2.42</metric>
    <metric name="critical_path.max_fanout" unit="">2</metric>
    <metric name="worst-setup-path-type" unit="">clk -&gt; out</metric>
    <metric name="setup.worst_path.start" unit="">iClk_in</metric>
    <metric name="slowest_delay" unit="ns">0.40</metric>
  </group>
  <group name="yosys">
    <metric name="yosysCellCount" unit="">95</metric>
    <metric name="post_synth_inst_count" unit="">95</metric>
    <metric name="warnings_from_yosys" unit="">1</metric>
    <metric name="netlist_area" unit="um^2">996</metric>
    <metric name="ys_area" unit="um^2">996</metric>
    <metric name="synth-seq-area-share" unit="%">52.8</metric>
    <metric name="synth-edff-count" unit="">0</metric>
    <metric name="syn-mean-instance-area" unit="um^2">10.5</metric>
    <metric name="asyncSetResetFlopFracSynth" unit="%">100</metric>
    <metric name="synth.top_cell.area_share" unit="%">52.8</metric>
    <metric name="top_area_cell" unit="">dfrtp_1</metric>
    <metric name="flop_cell" unit="">dfrtp_1</metric>
    <metric name="synth_cell_types" unit="">28</metric>
    <metric name="numSynthFlops" unit="">21</metric>
    <metric name="synthTopCellsByArea" unit="">dfrtp_1 53%, xor2_1 7.0%, xnor2_1 6.2%</metric>
    <metric name="post_synth_most_frequent_cells" unit="">21 x dfrtp_1, 11 x nor2_1, 8 x xor2_1</metric>
    <metric name="top_cell" unit="">dfrtp_1</metric>
  </group>
  <group name="timing">
    <metric name="clock_skew" unit="ns">0.00531</metric>
    <metric name="slew-limit-headroom" unit="%">75.7</metric>
    <metric name="timing.final.hold_violations" unit="">0</metric>
    <metric name="timing.final.max_slew_violations" unit="">0</metric>
    <metric name="final_count_of_negative_setup_slack_endpoints" unit="">0</metric>
    <metric name="worst_hold_slack" unit="ns">0.473</metric>
    <metric name="unrepaired_setup_endpoints_after_global_routing" unit="">no</metric>
    <metric name="worst_pin_slew" unit="ns">0.361</metric>
    <metric name="setup_ws" unit="ns">0.457</metric>
    <metric name="setup_total_negative_slack" unit="ns">0</metric>
  </group>
  <group name="min_path">
    <metric name="hp-start" unit="">oDivClk$_DFFE_PN0N_</metric>
    <metric name="min_path_cells" unit="">1</metric>
    <metric name="worst_hold_check_path_type" unit="">reg -&gt; reg</metric>
  </group>
  <group name="global_route">
    <metric name="global_route.overflow_total" unit="">0</metric>
    <metric name="maximum_number_of_pins_on_one_net_before_global_route_repair" unit="">22</metric>
    <metric name="grt_antenna_before_repair" unit="">0</metric>
    <metric name="global_route.usage.total" unit="%">2.97</metric>
    <metric name="grt_pass1_wl" unit="um">3310</metric>
    <metric name="grt_pass1_vias" unit="">744</metric>
  </group>
  <group name="clocking">
    <metric name="postCtsSetupRepairBufs" unit="">0</metric>
    <metric name="tritoncts" unit="">done</metric>
    <metric name="ctsHoldBuffers" unit="">0</metric>
    <metric name="path_clk_slew" unit="ns">0.07</metric>
    <metric name="cts_resized" unit="">0</metric>
    <metric name="clkLatencyLatePin" unit="ns">0.36</metric>
  </group>
  <group name="die">
    <metric name="num_rows" unit="">33</metric>
    <metric name="starting_density" unit="%">12.0</metric>
    <metric name="die.size.x" unit="um">113</metric>
    <metric name="floorplan.io_pins" unit="">4</metric>
    <metric name="core" unit="um^2">8300</metric>
    <metric name="design.die.area" unit="um^2">12800</metric>
    <metric name="die_y" unit="um">113</metric>
  </group>
  <group name="status">
    <metric name="outcome" unit="">complete, no violations</metric>
  </group>
  <group name="final_layout">
    <metric name="synthToLayoutAreaGrowth" unit="%">24.0</metric>
    <metric name="final_std_cell_area_no_fill" unit="um^2">1230</metric>
    <metric name="final_layout_size_suffix_gt1_share" unit="%">11.5</metric>
    <metric name="fillCellCount" unit="">910</metric>
  </group>
  <group name="placement">
    <metric name="gp_congestion" unit="">0.804</metric>
    <metric name="detailedPlacementHpwl" unit="um">1210</metric>
    <metric name="io_buffers" unit="">3</metric>
    <metric name="post-place-ws" unit="ns">0.713</metric>
    <metric name="dpl_cell_area" unit="um^2">1150</metric>
  </group>
  <group name="power_and_ir_drop">
    <metric name="design_power_total" unit="W">0.000496</metric>
    <metric name="peakVddDrop" unit="mV">0.313</metric>
    <metric name="cellPowerDensity" unit="nW/um^2">402</metric>
    <metric name="cellLeakagePower" unit="nW">0.521</metric>
  </group>
  <group name="flow_run">
    <metric name="stage_log_warnings" unit="">26</metric>
    <metric name="maximum_capacitance_violations" unit="">0</metric>
  </group>
</metrics>
-- worst reg2reg max path: cells and delay by family (launching register included) --
family | cells | cell delay (ns)
XOR/XNOR | 1 | 0.14
flip-flops | 1 | 0.38
adder cells (fa/ha/maj) | 1 | 0.21
AND/OR/NAND/NOR | 2 | 0.96
-- cell usage in the layout, fill, tap and decap left out, types with 2 or more instances in the layout --
master	n
xnor2_1	7
nand2_1	4
xor2_1	8
or3_1	3
nor4b_1	2
inv_1	3
nor2_1	11
clkdlybuf4s50_1	3
clkbuf_8	6
a21oi_1	3
nand3_1	7
and4_1	2
nor4_1	2
dfrtp_1	21
buf_4	2
nand4_1	2
o21ai_0	2
nor3_1	5
-- sequential cells by signal, summed over array words and instances, names as in the netlist --
name,count
cnt,20
oDivClk,1
-- stage by stage --
step           cells  utilization [%]
2_1_floorplan     95                -
3_3_place_gp     202             13.8
3_5_place_dp     202             13.8
4_1_cts          209             14.9
5_1_grt          209             14.9
6_report         209             14.9
-- power breakdown --
group	internal, W	switching (W)	total [W]
logic	0.00000167	0.00000446	0.00000613
clock network	0.000167	0.0000867	0.000254
registers	0.000236	0	0.000236
-- path summary, 6_finish.rpt --
kind / to
worst min register to register: oDivClk$_DFFE_PN0N_
worst max-delay path: oClk_out
min in group asynchronous: cnt[7]$_DFF_PN0_
max in group asynchronous: cnt[18]$_DFF_PN0_
worst max register to register: cnt[14]$_DFF_PN0_
worst min-delay path: oDivClk$_DFFE_PN0N_
-- layout make-up --
class                      count  area, um^2  area share (%)
sequential                    21         526            42.6
timing repair buffer           4        35.0            2.84
multi-input combinational     68         435            35.3
tap                          105         131            10.6
clock buffer                   8        96.3            7.80
inverter                       3        11.3           0.912
-- kinds of logic (layout without fill, tap and decap cells) --
family	Yosys count	in the layout	share of synthesized area, %
AOI/OAI and AO/OA	6	6	3.27
xor gates and xnor gates	15	15	13.2
adders and majority gates	1	1	1.26
buffers and inverters	6	15	3.52
DFF	21	21	52.8
muxes	1	1	1.01
and+or+nand+nor	45	45	25.0
-- metal layers --
| layer | vias to the layer above | global-route usage [%] |
|---|---|---|
| li1 | 347 | - |
| met1 | 345 | 4.05 |
| met2 | 11 | 4.19 |
| met3 | 5 | 1.34 |
| met4 | 0 | 0.677 |
| met5 | - | 0 |
Power and IR drop assume default switching activity.
