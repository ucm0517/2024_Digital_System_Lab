===== /design/flow/run.sh =====
#!/bin/bash
# OpenROAD 26Q1-2900-gdf79404cd8, Yosys 0.63+post, stock flow scripts
make -C /OpenROAD-flow-scripts/flow DESIGN_CONFIG=/design/flow/config.mk WORK_HOME=/design/flow/orfs finish

===== /design/flow/config.mk =====
export PLATFORM = sky130hd
export DESIGN_NAME = ClockDivider
export DESIGN_NICKNAME = ClockDivider
export VERILOG_FILES = /design/flow/design.v
export SDC_FILE = /design/flow/constraint.sdc
export NUM_CORES = 4
export LEC_CHECK = 1
export CORE_AREA = 10 10 91 91
export DIE_AREA = 0 0 101 101

===== /design/flow/constraint.sdc =====
current_design ClockDivider

set clk_period 3.2
set clk_io_pct 0.2

create_clock -name clk0 -period $clk_period [get_ports {iClk_in}]

set non_clock_inputs [all_inputs -no_clocks]
set_input_delay [expr $clk_period * $clk_io_pct] -clock clk0 $non_clock_inputs
set_output_delay [expr $clk_period * $clk_io_pct] -clock clk0 [all_outputs]

===== /design/flow/design.v =====
module ClockDivider (
    input wire iClk_in,     
    input wire iRst,        
    output reg oClk_out     
);
    reg [19:0] counter;     
    always @(posedge iClk_in or negedge iRst) begin
        if (!iRst) begin
            counter <= 0;
            oClk_out <= 0;
        end else begin
            if (counter == 999_999) begin
                counter <= 0;
                oClk_out <= ~oClk_out;   
            end else begin
                counter <= counter + 1;
            end
        end
    end
endmodule

==> reports/qor.csv <==
stage,metric,value,unit
worst_setup_path,crit path cell chain,clkdlybuf4s50_1,
logic_synthesis,Avg Inst Size Synth,10.9,sq um
sta,crit path time final,1.78,ns
drt,vias,701,
drt,WL final,1840,um
worst_setup_path,Crit Path Max Fanout,2,
sta,Total Negative Setup Slacks,0,ns
worst_setup_path,WP data arrival,1.14,ns
drt,Via density,3.92,
drt,DR WL/cell,10.3,um
sta,final worst-path cycle share,0.555,
worst_setup_path,Critical R2R Launch,counter[8],
sta,unrepaired setup endpoints after global routing,false,
status,outcome,"complete, no violations",
drt,total iterations of the first detailed-routing run,4,
floorplanning,I/O pins,3,
clocking,CTS H-Tree Depth,1,
placed_design,Placer Congestion,0.825,
logic_synthesis,post-synthesis chip area from yosys,0.00104,sq mm
sta,Tightest Pin Transition,0.316,ns
clocking,CTS resizes,0,
clocking,Clock Sink Count,21,
sta,Hold WS,0.475,ns
drt,Routed Antenna Nets,0,
logic_synthesis,register area share after synthesis,0.506,
worst_setup_path,Worst setup EP type,output port,
clocking,hold_buf cts,0,
global_routing,GR Util All Layers,0.0407,
worst_setup_path,worst reg2reg path endpoint,counter[1],
logic_synthesis,Synth top area share,0.506,
global_routing,vias in the first global route,691,
floorplanning,core box area,0.00635,sq mm
power_and_ir_drop,P_leak,0.000496,uW
job,Max Cap Violations,0,
worst_hold_path,Hold Crit Class,flop to flop,
cells_and_area,fraction of layout cells with a size suffix above 1,0.137,
placed_design,Place WS,1.63,ns
cells_and_area,Area growth syn-to-layout,16.3,%
placed_design,hpwl dp,1270,um
sta,min setup slack post-route,1.42,ns
worst_setup_path,Critical Setup Path Class,flop to output port,
worst_setup_path,"Slowest-stage cell, CP",clkdlybuf4s50_1,
sta,Worst Clk Skew,0.00147,ns
global_routing,largest net degree at the start of global routing,22,
clocking,CTS tree,built,
logic_synthesis,Top cells by area,"dfrtp_1 (51%), xnor2_1 (8.4%), nand4_1 (3.6%)",
worst_setup_path,Crit path required time,2.56,ns
worst_setup_path,cell count of the worst reg-to-reg path,5,
cells_and_area,post-route cell area,0.00121,sq mm
placed_design,input/output buffers,2,
placed_design,Post-DP Area,0.00116,sq mm
clocking,clock latency (worst-skew pair),0.25,ns
clocking,clock slew at reported path FFs,0.07,ns
drt,drt initial violations,59,
floorplanning,row count,29,
clocking,post-CTS setup buffers,0,
drt,drt drc,0,
power_and_ir_drop,VDD IR max,331,uV
global_routing,initial antenna violation count,0,
logic_synthesis,ys cells,95,
worst_setup_path,WP buf/inv,1,
sta,final setup fails,0,
logic_synthesis,mapped cell area,0.00104,sq mm
logic_synthesis,"Registers, synthesis",21,
clocking,Root Buffer Master,clkbuf_8,
global_routing,grt ovf,0,
logic_synthesis,synth warn,1,
cells_and_area,"Core Util, Final",0.190,
logic_synthesis,Synth area leader,dfrtp_1,
clocking,clock buffer count from CTS,3,
job,tool warnings,25,
floorplanning,die width,101,um
worst_setup_path,CP top delay family,buffers and inverters,
floorplanning,die area,0.0102,sq mm
sta,Peak Freq,0.563,GHz
worst_setup_path,reg2reg setup slack,1.61,ns
sta,Final Slew Violations,0,
worst_hold_path,Worst Hold Launch,counter[0],
logic_synthesis,cell count after synthesis,95,
worst_hold_path,hold-critical path depth,1,
global_routing,first-pass GRT wire length,3460,um
worst_hold_path,Worst Hold Path EP,counter[0],
drt,antenna cells,0,
clocking,CTS Buffer Depth,2,
power_and_ir_drop,power per cell area,367,mW/mm^2
sta,max_slew headroom,0.787,
floorplanning,FP Util,0.164,
worst_setup_path,CP Launch Type,flop,
worst_setup_path,"slowest stage delay, CP",0.49,ns
logic_synthesis,Cell Type Count,30,
sta,final hold vios,0,
floorplanning,Die Y,101,um
stage by stage:
step | power [uW] | std cells
2_1_floorplan | 270 | 95
4_1_cts | 452 | 179
3_5_place_dp | 278 | 175
3_3_place_gp | 278 | 175
6_report | 443 | 179
5_1_grt | 464 | 179
flip-flops by register name, summed over array words and instances, names as in the netlist:
signal and cells:
counter 20, oClk_out 1
cell families (layout without fill, tap and decap cells):
family | after synthesis | in the layout | synth area share
buffers and inverters | 2 | 9 | 0.0108
XOR/XNOR | 15 | 15 | 0.134
AND-OR/OR-AND | 7 | 7 | 0.0373
flip-flops | 21 | 21 | 0.506
adder cells (fa/ha/maj) | 1 | 1 | 0.0120
AND/OR/NAND/NOR | 49 | 49 | 0.300
routing by layer:
metal / global-route usage / up-vias / wire [um]
li1: - / 351 / -
met1: 0.0620 / 337 / 979
met2: 0.0580 / 11 / 755
met3: 0.0125 / 2 / 96
met4: 0.00214 / 0 / 4
met5: 0 / - / 0
synth_stat cells:
cell and n:
xnor2_1 10, nand3_1 6, nor3_2 1, buf_4 1
nor4_1 1, and2b_1 1, nand4_2 1, nor4bb_1 1
nor2_1 10, nor4b_2 1, nand4b_1 2, or3_4 1
o21ai_0 1, nor4_2 1, nand3_2 1, a21oi_1 3
nor3_1 3, dfrtp_1 21, o21ai_1 2, nand2_1 8
inv_1 1, and2_1 1, and3_1 2, and4_1 1
xor2_2 1, ha_1 1, nor4_4 1, a31o_2 1
nand4_1 6, xor2_1 4
power by group:
part / switching [uW] / internal (uW) / leakage [uW]
combinational: 5.26 / 1.87 / 0.000190
clock: 82.1 / 88.6 / 0.0000228
sequential: 0 / 265 / 0.000284
total: 87.4 / 356 / 0.000496
how the worst max path moves through the flow:
stage / start / end / cells after the start
final: oClk_out / oClk_out / 1
after global routing: oClk_out / oClk_out / 1
after CTS: oClk_out / oClk_out / 1
final cells by class:
cell class | instances | area (sq um)
multi-input cells | 72 | 502
well taps | 77 | 96.3
clock buffers | 4 | 45.0
fillers | 672 | 5140
inverters | 1 | 3.75
flip-flops and latches | 21 | 526
repair buffers | 4 | 35.0
layout by cell type, fill, tap and decap left out, drive strengths merged:
master	count
ha	1
nor4b	1
nand2	8
o21ai	3
xnor2	10
nor4bb	1
or3	1
nand4b	2
nand4	7
and4	1
nor3	4
clkdlybuf4s50	2
nand3	7
and3	2
and2b	1
a31o	1
xor2	5
and2	1
nor2	10
inv	1
buf	2
dfrtp	21
clkbuf	4
a21oi	3
nor4	3
Power and IR drop assume default switching activity.
