<file path="flow/config.mk">
export PLATFORM = sky130hd
export DESIGN_NAME = DFND_StopWatch
export DESIGN_NICKNAME = DFND_StopWatch
export VERILOG_FILES = /design/flow/design.v
export SDC_FILE = /design/flow/constraint.sdc
export NUM_CORES = 4
export LEC_CHECK = 1
export CORE_UTILIZATION = 30
</file>
<file path="flow/constraint.sdc">
current_design DFND_StopWatch

set clk_period 6.9
set clk_io_pct 0.2

create_clock -name clk0 -period $clk_period [get_ports {clk1k}]
create_clock -name clk1 -period $clk_period [get_ports {sw_strtstop}]

set non_clock_inputs [all_inputs -no_clocks]
set_input_delay [expr $clk_period * $clk_io_pct] -clock clk0 $non_clock_inputs
set_output_delay [expr $clk_period * $clk_io_pct] -clock clk0 [all_outputs]
</file>
<file path="flow/design.v">
module DFND_StopWatch (
    input clk1k,            
    input sw_reset,         
    input sw_strtstop,      
    output [7:0] seg_com,   
    output [7:0] seg_data   
);
    wire [31:0] val;  
	D_7SEG seg (clk1k, val, seg_com, seg_data);
	StopWatch swt (clk1k, sw_reset, sw_strtstop, val);
endmodule
module D_7SEG (
		input 			CLK,				 
		input	[31:0]	DIN,
		output reg [7:0]	SEG_COM, 	 
		output reg [7:0]	SEG_DATA 	 
		);
	reg	[2:0]	CNT_SCAN = 0;			 
	function [7:0]	dec_7_seg;
		input	[3:0]	val;
		reg [7:0]	res;
		begin
			if			(val == 4'h0)  res = 8'b00111111;	 
			else if	(val == 4'h1)  res = 8'b00000110;	 
			else if	(val == 4'h2)  res = 8'b01011011;	 
			else if	(val == 4'h3)  res = 8'b01001111;	 
			else if	(val == 4'h4)  res = 8'b01100110;	 
			else if	(val == 4'h5)  res = 8'b01101101;	 
			else if	(val == 4'h6)  res = 8'b01111101;	 
			else if	(val == 4'h7)  res = 8'b00000111;	 
			else if	(val == 4'h8)  res = 8'b01111111;	 
			else if	(val == 4'h9)  res = 8'b01101111;	 
			else if	(val == 4'hA)  res = 8'b01110111;	 
			else if	(val == 4'hB)  res = 8'b01111100;	 
			else if	(val == 4'hC)  res = 8'b00111001;	 
			else if	(val == 4'hD)  res = 8'b01011110;	 
			else if	(val == 4'hE)  res = 8'b01111001;	 
			else if	(val == 4'hF)  res = 8'b01110001;	 
			else		 res = 8'b01000000;
			dec_7_seg = res;
		end
	endfunction
	always	@(posedge CLK) 
	begin
		if (CLK == 1) begin
			if (CNT_SCAN == 7)  
				CNT_SCAN <= 0; 
			else
				CNT_SCAN <= (CNT_SCAN + 1);
		end
	end
	always	@(CNT_SCAN, DIN)
	begin
		case (CNT_SCAN) 
			3'd0 : begin
					SEG_DATA = dec_7_seg( DIN[3:0] );
					SEG_COM = 8'b11111110;						 
				end
			3'd1 : begin
					SEG_DATA = dec_7_seg( DIN[7:4] );
					SEG_COM = 8'b11111101;						 
				end
			3'd2 : begin
					SEG_DATA = dec_7_seg( DIN[11:8] );
					SEG_COM = 8'b11111011;						 
				end
			3'd3 : begin
					SEG_DATA = dec_7_seg( DIN[15:12] );
					SEG_COM = 8'b11110111;						 
				end
			3'd4 : begin
					SEG_DATA = dec_7_seg( DIN[19:16] );
					SEG_COM = 8'b11101111;						 
				end
			3'd5 : begin
					SEG_DATA = dec_7_seg( DIN[23:20] );
					SEG_COM = 8'b11011111;						 
				end
			3'd6 : begin
					SEG_DATA = dec_7_seg( DIN[27:24] );
					SEG_COM = 8'b10111111;						 
				end
			3'd7 : begin
					SEG_DATA = dec_7_seg( DIN[31:28] );
					SEG_COM = 8'b01111111;						 
				end
			default : begin
					SEG_DATA = 8'h00;							 
					SEG_COM = 8'b11111111;						 
				end
		endcase 
	end 
endmodule
module StopWatch ( input clk1k, sw_reset, sw_strtstop, output reg [31:0] disp_val );			 
	reg	[9:0]		cnt1k;
	reg				en_cnt_sec;
	reg				strtstop;
	reg	[6:0]		sec, min;
	always	@(posedge sw_strtstop, negedge sw_reset)
	begin
		if( sw_reset == 0 )													 
			strtstop <= 0;														 
		else if ( sw_strtstop == 1)										 
			strtstop <= !strtstop;										 
	end
	always	@(negedge sw_reset, posedge clk1k)
	begin
		if( sw_reset == 0 ) begin													 
			cnt1k <= 0;
			en_cnt_sec <= 0;
		end
		else if( strtstop==1 )
			if( cnt1k == 999 ) begin 											 
					cnt1k <= 0;
					en_cnt_sec <= 1;												 
				end
			else begin
				cnt1k <= cnt1k + 1;
				en_cnt_sec <= 0;
			end
	end
	always	@(negedge sw_reset, posedge en_cnt_sec)
	begin
		if( sw_reset == 0 ) 													 
			sec <= 0;
		else	if( sec < 59 )   
					sec <= sec + 1;
				else
					sec <= 0;
	end
	always	@(negedge sw_reset, posedge en_cnt_sec)						 
	begin
		if( sw_reset == 0 )
			min <= 0;
		else	if( sec == 59 ) 													 
					if( min < 59 )													 
						min <= min + 1;
						else
							min <= 0;
	end
	always	@(sec, min)
	begin
			disp_val[3 : 0]   = sec % 10;
			disp_val[7 : 4]   = sec / 10;
			disp_val[11 : 8]  = min % 10;
			disp_val[15 : 12] = min / 10;
	end
endmodule
</file>
<file path="flow/run.sh">
#!/bin/bash
# OpenROAD 26Q1-2900-gdf79404cd8, Yosys 0.63+post, stock flow scripts
make -C /OpenROAD-flow-scripts/flow DESIGN_CONFIG=/design/flow/config.mk WORK_HOME=/design/flow/orfs finish
</file>
==> flow_summary.toml <==
# generated from flow reports
[timing]
untimed_endpoints = 13
unclocked_regs = 14
fin_skew_ps = 1.44
finalMaxSlewViolations = 0
setup_ws_ps = 424
rsz0062_at_grt = "false"
setup_viol = 0
final-hold-violation-count = 0
finalSetupTns_ps = 0
slew_headroom_pct = 52.3
tightest_slew_ps = 696

[place]
globalplace.congestion = 0.889
dp_cells = 533
hpwlAfterDp_um = 5420
pre_cts_ws_ps = 445
io_buffers = 16

[drt]
totalWireLength_um = 7150
postRouteAntennaNets = 0
vias_per_cell = 5.42
firstDrtPassIters = 5
routedWlPerCell_um = 13.3
initialDrtViolationCount = 134
antenna-diode-count = 0
drc_errors = 0
dr_total_vias = 2911

[clock_tree]
post-cts-setup-buffers = 0
cts-htree-levels = 1
holdBufCountCts = 0
clk_pin_slew_worst_paths_ps = 60
cts_tree = "done"
cts_buffer_depth = 2
root_buffer = "clkbuf_8"
cts_made_buffers = 3

[cells_and_area]
fin_cells = 537
drive_above_1_share_pct = 10.9
areaGrowthSynthToFinish_pct = 12.6
seqCellArea_um2 = 711
fillCellCount = 1019
comb_area_um2 = 2290

[synth]
ys_top_logic_family = "AND-OR/OR-AND gates"
synth_top_cell_by_area = "dfrtp_1"
syn_area_per_cell_um2 = 7.93
yosysWarningCount = 18
async_reset_ff_share_pct = 89.7
syn-cell-area_um2 = 3110
synthSimpleGateAreaFrac_pct = 24.3
postSynthSeqShare_pct = 22.9
ys_sh_xor_pct = 4.11
mux_area_share_pct = 10.8
edf_count = 0
top_cell_area_share_pct = 20.9
postSynthCellCount = 392
synthAoiAreaFrac_pct = 27.6
synthTopCellsByArea = "dfrtp_1, mux2i_1, ha_1"
ys_types = 71
ys_ff = 29
synthFlopType = "dfrtp_1"
ys_cells = 392
yosysChipArea_um2 = 3110
fa_ha_area_share_pct = 5.60

[worst_setup_path]
arrival_ps = 5100
cp_max_fo = 7
required_ps = 5520
r2r-start = "swt.cnt1k[0]"
critical_path_class = "register to primary output"
end_kind = "primary output"
critPathMaxStageDelay_ps = 500
slowest_stage = "or4b_4"
startpoint = "seg.CNT_SCAN[0]"
start_kind = "register"
crit_chain = "inv_1, ha_2, or4b_4, o21ai_1, inv_1, ha_1, nor2b_1, o211ai_1, a221oi_2, o21bai_4, inv_1, ha_1, nand3_1, a21oi_1, nor3_4, buf_4, mux2_2, o21ai_0, a32oi_1, a31oi_1, clkdlybuf4s50_1"
regToRegSetupSlack_ps = 5380
cp_common_cell = "inv_1"

[floorplanning]
core-area_um2 = 9910
die_area_um2 = 10800
fp_util_pct = 31.4
io_pins = 19
dieWidth_um = 104
die_h_um = 104
core.rowCount = 36

[grt]
grt_max_degree = 27
grt_pass1_wl_um = 12400
grt_usage_pct = 13.6
grt_pass1_vias = 2599
grt-ovfl-total = 0
antenna_found_initial = 0

[run]
warning_count = 32
cap_violations = 0

[power_and_ir_drop]
peakVddDrop_mv = 0.107
p_per_area_nw_per_um2 = 49.0
power_w = 0.000172
leakagePower_nw = 1.34

[run_status]
outcome = "completed"

[worst_hold_path]
hp-class = "register to register"
hp-start = "swt.strtstop"
## critical path: cells and delay by family (launching register included)
family / cells / cell delay [ps]
AND-OR/OR-AND: 8 / 1380
adder cells (fa/ha/maj): 3 / 780
buffers and inverters: 5 / 980
flip-flops: 1 / 350
multiplexers: 1 / 390
AND/OR/NAND/NOR: 4 / 960
## final cells by class
type                       count  share of cell area (%)
multi-input combinational    331                    65.5
sequential                    29                    20.3
timing repair buffer          23                    6.08
tap                          133                    4.76
inverter                      17                    1.82
clock buffer                   4                    1.57
## repair_timing
action | in CTS | in global routing
resized | 0 | 6
endpoints found under the hold margin | 0 | 0
setup endpoints to repair | 0 | 7
## synth_stat cells (4+ instances only)
cell / instances
nand4_1: 9
a31oi_1: 7
mux2_2: 9
a211oi_1: 9
dfrtp_1: 26
mux2i_1: 19
clkbuf_1: 10
a21o_1: 5
inv_1: 16
o211ai_1: 9
o31ai_1: 5
and2_1: 5
nand2_1: 41
xor2_1: 5
nand2b_1: 8
nand3_1: 14
a21oi_1: 21
ha_1: 13
nor2_1: 41
or3_1: 4
buf_4: 4
o21ai_0: 24
nor2b_1: 5
xnor2_1: 7
nor3_1: 8
## registers in the layout, summed over array words and instances, names as in the netlist
register,cells
swt.min,7
swt.strtstop,1
swt.cnt1k,10
swt.sec,7
seg.CNT_SCAN,3
swt.en_cnt_sec,1
## stage by stage
| step | area (um^2) | util (%) | hold slack [ps] |
|---|---|---|---|
| global placement | 3410 | 34.4 | 464 |
| CTS | 3470 | 35.0 | 362 |
| floorplan | 3110 | - | 444 |
| global route | 3500 | 35.3 | 387 |
| detailed placement | 3410 | 34.4 | 477 |
| finish | 3500 | 35.3 | 379 |
## kinds of logic (layout without fill, tap and decap cells)
kind of cell	count (synthesis)	after routing
xor gates and xnor gates	13	13
DFF	29	29
and+or+nand+nor	151	151
muxes	30	30
adders and majority gates	14	14
buffers and inverters	33	44
AOI/OAI and AO/OA	121	121
other	1	2
## metal layers
| layer | vias up | GRT usage, % | share of wire [%] |
|---|---|---|---|
| li1 | 1482 | - | - |
| met1 | 1371 | 21.7 | 53 |
| met2 | 56 | 21.3 | 45 |
| met3 | 2 | 0.641 | 2.4 |
| met4 | 0 | 1.33 | 0.29 |
| met5 | - | 0 | 0 |
## path summary, 6_finish.rpt
path / cells after the start / to
max: 21 / seg_data[4]
min: 1 / swt.cnt1k[0]
max reg2reg: 4 / swt.cnt1k[7]
min reg2reg: 1 / swt.cnt1k[0]
max in group asynchronous: 2 / swt.strtstop
max in group clk1: 1 / swt.strtstop
min in group clk1: 1 / swt.strtstop
min in group asynchronous: 2 / swt.cnt1k[5]
## where the power goes
| group | leakage, nW | internal, W | switching, W | total, W |
|---|---|---|---|---|
| Clock | 0.0288 | 0.0000505 | 0.0000296 | 0.0000801 |
| Sequential | 0.372 | 0.0000878 | 0 | 0.0000878 |
| Combinational | 0.941 | 0.000000865 | 0.00000285 | 0.00000371 |
## cell usage in the layout, fill, tap and decap left out, drive strengths merged, types with 3 or more instances in the layout
cell type | netlist | layout
nand2 | 42 | 42
nor2 | 41 | 41
o21ai | 29 | 29
dfrtp | 26 | 26
a21oi | 22 | 22
mux2i | 21 | 21
inv | 17 | 17
clkdlybuf4s50 | 0 | 16
nand3 | 14 | 14
ha | 13 | 13
o211ai | 10 | 10
a211oi | 10 | 10
mux2 | 9 | 9
nand4 | 9 | 9
nor3 | 9 | 9
nand2b | 8 | 8
a31oi | 7 | 7
buf | 6 | 7
xnor2 | 7 | 7
nor2b | 6 | 6
o31ai | 6 | 6
a21o | 5 | 5
xor2 | 5 | 5
and2 | 5 | 5
or3 | 4 | 4
clkbuf | 10 | 4
o211a | 3 | 3
nand4b | 3 | 3
o21a | 3 | 3
a32o | 3 | 3
dfxtp | 3 | 3
o21bai | 3 | 3
Power is estimated from default activity; no workload was simulated.
